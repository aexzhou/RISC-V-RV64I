$ cat flow/run.sh
#!/bin/bash
# OpenROAD 26Q1-2900-gdf79404cd8, Yosys 0.63+post, stock flow scripts
make -C /OpenROAD-flow-scripts/flow DESIGN_CONFIG=/design/flow/config.mk WORK_HOME=/design/flow/orfs finish
$ cat flow/config.mk
export PLATFORM = sky130hd
export DESIGN_NAME = shifter
export DESIGN_NICKNAME = shifter
export VERILOG_FILES = /design/flow/design.v
export SDC_FILE = /design/flow/constraint.sdc
export NUM_CORES = 4
export LEC_CHECK = 1
export CORE_AREA = 10 10 70 70
export DIE_AREA = 0 0 80 80
$ cat flow/constraint.sdc
current_design shifter

set clk_period 4.5
set clk_io_pct 0.2

create_clock -name clk0 -period $clk_period

set non_clock_inputs [all_inputs -no_clocks]
set_input_delay [expr $clk_period * $clk_io_pct] -clock clk0 $non_clock_inputs
set_output_delay [expr $clk_period * $clk_io_pct] -clock clk0 [all_outputs]
$ cat flow/design.v
module shifter(in,shift,sout);
    input [31:0] in; 
    input [1:0] shift;       
    output reg [31:0] sout;  
    always @(in or shift) begin
        case (shift)
            2'b00: sout = in;        
            2'b01: sout = in << 1;   
            2'b10: sout = in >> 1;   
            2'b11: sout = {in[31],in[31:1]};  
            default: sout = {32{1'bx}};
        endcase
    end
endmodule
==> results.ini <==
[synth]
synth.area.mux_share_pct=46.6
yosys_warnings=1
ys_sh_simple_pct=17.2
postSynthAreaPerCell_um2=6.45
syn_area_um2=677
ys_area_um2=677
ys_seq_share_pct=0
yosys.area_share.aoi_pct=24.8
synthTopLogicFamily=multiplexers
synth_cell_types=10
syn_inst=105
ys_cells=105
xor_area_share_pct=0
adder_share_pct=0

[layout]
fin_util_pct=38.5
finalInstanceArea_um2=1320
nFillCells=360
drive_gt1_share_pct=2.48
flops=0
stdcell_count=207
seq_area_um2=0
area_growth_pct=94.3
nClkBuffers=0

[die]
rows=21
io_pins=66
die_h_um=80
die_w_um=80
fp_util_pct=19.8
chipArea_um2=6400
core_area_um2=3420

[drt]
post-route-drc-count=0
ant_nets=0
n_antenna_cell=0
wirelength_um=2520
viasPerCell=4.28
drt_pass1_iterations=3
dr_total_vias=885
wl_per_cell_um=12.2
drt_iter0_markers=22

[grt]
grt_pass1_vias=866
grt_use_total_pct=7.39
grt_max_degree=38
grt_overflow=0
antenna_found_initial=0
grt_pass1_wl_um=4120

[pwr]
power_density_nw_per_um2=100
leakagePower_uw=0.000563
ir_worst_vdd_mv=0.0526

[worst_setup_path]
crit_type=in2out
crit_fanout=32
setup.worst_path.start_class=primary input
critPathSlowestCell=buf_2
cp.arrival_ns=2.40
crit_path_end_kind=output port
cp_cell_sequence=buf_2 > nor2_1 > a22o_1 > clkdlybuf4s50_1
critical_path_required_ns=3.60
critPathMaxStageDelay_ns=0.66

[run_status]
status=finished clean

[final_timing]
fin_crit_ns=3.30
hold_violations=0
worst_pin_slew_ns=0.867
finalClockPeriodUsage_pct=73.2
max_slew_margin_pct=42.2
clock.fmax_ghz=0.303
rsz0062_at_grt=false
finalSetupViolations=0
holdWs_ns=2.60
maxSlewViolCount=0
setup_tns_ns=0

[place]
gp_congestion=0.782
place_inst=207
dp_hpwl_um=2110
port_buffers=66
place_area_um2=1320

[clocking]
post_cts_buffers=0
hold_buffers=0
cts_resized=0

[job]
maxCapViolations=0
tool_warnings=32

[hold_path]
hp-class=in2out

-- metrics by stage --
| step | worst slack (ns) | power, µW |
|---|---|---|
| after CTS | 1.19 | 135 |
| after global placement | 1.21 | 134 |
| final | 1.20 | 132 |
| after detailed placement | 1.20 | 134 |
| after floorplan | 2.16 | 47.8 |
| after global routing | 1.05 | 147 |
-- synthesized netlist by cell type --
master,instances,area (µm²)
buf_2,2,10.0
mux2_4,1,15.0
buf_4,1,7.51
clkbuf_1,4,15.0
mux2i_1,30,300
o21ai_1,30,150
nor2_1,1,3.75
nand2_1,30,113
buf_6,4,45.0
a22o_1,2,17.5
-- critical path: cells and delay by family --
family                 cells  cell delay [ns]
buffers and inverters      2             1.07
AOI/OAI and AO/OA          1             0.27
and+or+nand+nor            1             0.15
-- layout make-up --
type               instances  area [µm²]  share of cell area [%]
well taps                 46        57.6                    4.38
multi-input cells         94         599                    45.6
repair buffers            67         658                    50.0
-- metal layers --
layer / vias to the layer above / routed length [µm] / global-route usage (%)
met1: 360 / 1100 / 9.56
met5: - / 0 / 0
li1: 484 / - / -
met3: 0 / 394 / 3.86
met4: 0 / 0 / 0
met2: 41 / 1020 / 11.3
-- final timing paths --
| kind | cells past startpoint | start | endpoint | slack [ns] |
|---|---|---|---|---|
| max | 4 | shift[0] | sout[31] | 1.20 |
| min | 4 | shift[1] | sout[27] | 2.60 |
-- cell families (layout without fill, tap and decap cells) --
logic type | Yosys count | after routing
AOI/OAI and AO/OA | 32 | 32
muxes | 31 | 31
buffers and inverters | 11 | 67
and+or+nand+nor | 31 | 31
-- layout by cell type, fill, tap and decap left out, drive strengths merged --
cell	count
a22o	2
buf	3
clkdlybuf4s50	64
mux2	1
mux2i	30
nand2	30
nor2	1
o21ai	30
-- where the power goes --
part           switching, µW  internal (µW)
clock network              0              0
registers                  0              0
logic                   43.4           88.6
Power figures rest on the tool's default switching activity, not on a simulated workload.
