===== flow/constraint.sdc =====
current_design ALU

set clk_period 33.2
set clk_io_pct 0.2

create_clock -name clk0 -period $clk_period

set non_clock_inputs [all_inputs -no_clocks]
set_input_delay [expr $clk_period * $clk_io_pct] -clock clk0 $non_clock_inputs
set_output_delay [expr $clk_period * $clk_io_pct] -clock clk0 [all_outputs]

===== flow/config.mk =====
export PLATFORM = sky130hd
export DESIGN_NAME = ALU
export DESIGN_NICKNAME = ALU
export VERILOG_FILES = /design/flow/design.v
export SDC_FILE = /design/flow/constraint.sdc
export NUM_CORES = 4
export LEC_CHECK = 1
export CORE_UTILIZATION = 40

===== flow/design.v =====
module ALU(in1, in2, ALUop, out, zflag);
    input [63:0] in1, in2;
    input [3:0] ALUop;
    output reg [63:0] out;
    output reg zflag;  
    always @(*) begin
        case(ALUop)
            4'b0000: out = in1 & in2;
            4'b0001: out = in1 | in2;
            4'b0010: out = in1 + in2;
            4'b0110: out = in1 - in2;
            4'b0111: out = (in1<in2)? 64'd1 : 64'd0;  
            4'b1100: out = ~(in1 | in2);  
            default: out = {64{1'bx}};
        endcase
        if(out == 64'd0)begin    
            zflag = 1'b1;    
        end else begin
            zflag = 1'b0;
        end
    end
endmodule

===== flow/run.sh =====
#!/bin/bash
# OpenROAD 26Q1-2900-gdf79404cd8, Yosys 0.63+post, stock flow scripts
make -C /OpenROAD-flow-scripts/flow DESIGN_CONFIG=/design/flow/config.mk WORK_HOME=/design/flow/orfs finish

==> flow_metrics.py <==
# Synthesis and PnR figures
metrics = {
    "timing": {
        "drv_slew": 0,
        "setup_viol": 0,
        "rsz0062_at_grt": "no",
        "finalCritPeriodShare_pct": 59.5,
        "hold_viol": 0,
        "final.min_clock_period_ps": 19760,
        "relSlewSlack_pct": 18.2,
        "tightest_slew_ps": 1200,
        "setup_tns_ps": 0,
        "max_freq_ghz": 0.0506,
    },
    "placed_design": {
        "placed_cells": 2744,
        "placed_area_sq_um": 16200,
        "dpl.hpwl_mm": 60.1,
        "gp_congestion": 1.07,
        "portBuffers": 197,
    },
    "power": {
        "p_leak_nw": 6.63,
        "intPower_mw": 0.114,
        "peakVddDrop_uv": 8.68,
        "switching_share_pct": 63.9,
        "power.density_nw_per_um2": 19.4,
        "total_power_mw": 0.314,
        "p_switching_mw": 0.201,
    },
    "yosys": {
        "yosys.area.top_type_share_pct": 18.5,
        "topCellsByArea": "ha_1 19%, a21oi_1 9.1%, inv_1 5.7%",
        "synth_area_sq_um": 13900,
        "ys_seq_share_pct": 0,
        "top_cells_by_count": "252 x a21oi_1, 211 x inv_1, 206 x nor2_1",
        "yosysChipArea_sq_um": 13900,
        "yosys_cells": 2190,
        "yosysMostFrequentCell": "a21oi_1",
        "top_area_cell": "ha_1",
        "synth_warnings": 1,
        "avgSynthCellArea_sq_um": 6.33,
        "ys_types": 102,
        "synth_cells": 2190,
    },
    "detailed_routing": {
        "drt_first_pass_iters": 6,
        "drc": 0,
        "wl_mm": 74.5,
        "routed_via_density": 6.81,
        "first_iter_violations": 2237,
        "avgRoutedWirePerCell_microns": 27.1,
        "postRouteAntennaNets": 0,
        "vias": 18700,
    },
    "final_layout": {
        "final_area_sq_um": 16200,
        "fillers": 3505,
        "regArea_sq_um": 0,
        "num-clock-buffers": 0,
        "drive_gt1_share_pct": 4.57,
        "synthToLayoutAreaGrowth_pct": 16.8,
        "ff_count": 0,
        "instances_no_fill": 2745,
    },
    "global_route": {
        "first_global_vias": 16600,
        "gr-total-overflow": 0,
        "track_usage_pct": 41.0,
        "grt_pass1_wl_mm": 108,
        "antenna_found_initial": 2,
        "grt_max_degree": 52,
    },
    "run": {
        "maxCapViolations": 0,
        "tool_warnings": 173,
    },
    "critical_path": {
        "worstSetupStartpoint": "in2[0]",
        "path_max_fanout": 3,
        "crit_type": "input pin to primary output",
        "crit_arrival_ps": 13120,
        "startpoint_type": "input pin",
        "cp.required_ps": 26560,
        "worst_setup_path_end_kind": "primary output",
    },
    "floorplanning": {
        "fp.dieH_microns": 188,
        "rows": 67,
        "fp_util_pct": 41.0,
        "dieArea_sq_um": 35400,
        "fp.dieW_microns": 188,
        "core_sq_um": 33800,
        "io-pin-count": 197,
    },
    "outcome": {
        "status": "finished, final reports clean",
    },
    "worst_hold_path": {
        "min_from": "in2[10]",
        "hp-class": "input pin to primary output",
    },
    "clock_tree": {
        "cts_setup_buffers": 0,
        "cts_resized": 0,
        "hold_buffers": 0,
    },
}
-- power groups by stage --
stage / combinational, mW / sequential, mW / clock [mW]
5_1_grt: 0.331 / 0 / 0
4_1_cts: 0.302 / 0 / 0
-- area by class of cell --
type                       instances  area (sq um)  share of cell area [%]
timing repair buffer             233          2240                    13.9
inverter                         214           803                    4.96
antenna                            1          2.50                  0.0155
tap                              448           561                    3.46
multi-input combinational       1849         12600                    77.7
-- cell usage in the layout, fill, tap and decap left out, drive strengths merged, types with 13 or more instances in the layout --
master	synthesis	routed
or2	16	16
nand4	50	50
nand3	49	49
a31oi	32	32
and2	17	17
xnor2	30	30
and3	16	16
a211oi	45	45
o21bai	28	28
nor2b	22	22
ha	205	205
inv	212	212
clkdlybuf4s50	0	197
o31ai	55	55
a21boi	17	17
nor4	50	50
o21ai	156	156
nor2	206	206
a21o	31	31
nand2b	21	21
o21a	20	20
a221oi	13	13
o22ai	17	17
a21oi	252	252
nor3	74	74
o311ai	15	15
nand2	146	146
buf	28	36
o211ai	37	37
-- critical path, stage by stage --
cell and delay (ps):
clkdlybuf4s50_1 510, ha_1 270, inv_1 130, fa_1 420, nor2b_1 270, o22ai_1 280
o41ai_1 510, buf_4 210, o21ai_0 80, a211oi_1 490, mux2i_1 310, o211ai_1 200
a2111oi_0 1040, nand4_1 460, nor4_2 430, nand4_1 200, nor2_1 180, clkdlybuf4s50_1 490
-- metal layers --
layer  part of all wire, %  track usage, %  up-vias
li1                      -               -     8401
met1                    43            61.3     8734
met2                    40            56.4     1369
met3                    13            10.7      185
met4                   3.8            12.7        6
met5                  0.11            1.10        -
-- kinds of logic (layout without fill, tap and decap cells) --
kind of cell / Yosys count / in the layout / synth area share, %
compound gates: 865 / 865 / 41.9
simple gates: 731 / 731 / 26.7
buf+inv: 341 / 447 / 9.51
fa+ha+maj: 207 / 207 / 18.8
xor+xnor: 32 / 32 / 2.02
mux: 14 / 14 / 1.07
other cells: 0 / 1 / 0
-- path summary, 6_finish.rpt --
check                     end  slack (ps)  depth (start not counted)
worst max-delay path    zflag       13440                         18
worst min-delay path  out[10]       14540                          5
-- metrics by stage --
| step | hold slack [ps] | worst slack [ps] | utilization, % |
|---|---|---|---|
| floorplan | 13500 | 16640 | - |
| global placement | 14530 | 13640 | 47.9 |
| detailed placement | 14530 | 13710 | 47.9 |
| CTS | 14540 | 13680 | 47.9 |
| global route | 14580 | 13420 | 47.9 |
| finish | 14540 | 13440 | 47.9 |
Power is estimated from default activity; no workload was simulated.
