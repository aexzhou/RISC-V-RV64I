<file path="/design/flow/config.mk">
export PLATFORM = sky130hd
export DESIGN_NAME = dataMem
export DESIGN_NICKNAME = dataMem
export VERILOG_FILES = /design/flow/design.v
export SDC_FILE = /design/flow/constraint.sdc
export NUM_CORES = 4
export LEC_CHECK = 1
export CORE_UTILIZATION = 50
export SYNTH_MEMORY_MAX_BITS = 65536
</file>
<file path="/design/flow/constraint.sdc">
current_design dataMem

set clk_period 68.9
set clk_io_pct 0.2

create_clock -name clk0 -period $clk_period [get_ports {clk}]

set non_clock_inputs [all_inputs -no_clocks]
set_input_delay [expr $clk_period * $clk_io_pct] -clock clk0 $non_clock_inputs
set_output_delay [expr $clk_period * $clk_io_pct] -clock clk0 [all_outputs]
</file>
<file path="/design/flow/design.v">
module dataMem (
    input wire clk, rst,             
    input wire [63:0] address,        
    input wire [63:0] write_data,     
    input wire mem_read,              
    input wire mem_write,             
    output reg [63:0] read_data       
);
    parameter WIDTH = 256;
    reg [63:0] memory [0:WIDTH-1];  
    always @(posedge clk) begin
        if (mem_read) begin
            read_data <= memory[address[63:3]];   
        end
    end
    always @(posedge clk) begin
        if (mem_write) begin
            memory[address[63:3]] <= write_data;   
        end
    end
endmodule
</file>
<file path="/design/flow/run.sh">
#!/bin/bash
# OpenROAD 26Q1-2900-gdf79404cd8, Yosys 0.63+post, stock flow scripts
make -C /OpenROAD-flow-scripts/flow DESIGN_CONFIG=/design/flow/config.mk WORK_HOME=/design/flow/orfs finish
</file>
==> out/qor.yml <==
worst_setup_path:
  cp_max_fo: 83
  critPathCaptureType: "flip-flop"
  cp_cell_sequence: "buf_16 -> buf_4 -> buf_4 -> buf_4 -> buf_4 -> buf_4 -> buf_4 -> buf_4 -> buf_12 -> buf_4 -> buf_4 -> buf_4 -> mux4_2 -> a22oi_1 -> a21oi_1 -> o41ai_2 -> buf_4 -> nand4_1"
  crit_path_start_kind: "primary input"
  path_buffers: 13
  path_class: "primary input to flip-flop"
  path_common_cell: "buf_4"
  crit_family: "buffers and inverters"
  worstPathRequired_ps: 69860
  slowest_stage: "o41ai_2"
  critPathMaxStageDelay_ps: 980
  cp.arrival_ps: 23030
layout:
  lay_top_cells: "16,448 x edfxtp_1, 4,096 x mux4_2, 2,048 x a22oi_1, 1,731 x clkbuf_16, 1,654 x buf_4"
  fin_util: 0.5724
  final_cells: 45710
  layout.cells.most_common: "edfxtp_1"
  drive_above_1_share: 0.2964
  syn2layout_area_growth_pct: 14.01
clock_tree:
  cts_buffer_depth: 6
  clock-root-buffer: "clkbuf_16"
  ctsHoldBuffers: 0
  cts_setup_buffers: 0
  cts_max_level: 7
  numCtsBuffers: 1716
  cts_resized: 0
  cts.reportedPaths.clkPinSlew_ps: 60
  cts_tree: "built"
  cts_sinks: 16448
  clk_latency_ps: 1350
routing:
  drcViolationCount: 0
  wire_per_inst_um: 38.35
  dr_total_vias: 291181
  first_pass_iters: 7
  post_drt_via_cell_ratio: 6.370
  drt_iter0_drc: 20218
  ant_nets: 0
  wirelength_um: 1753000
die:
  die_w_um: 1113
  ios: 196
  core_um2: 1229000
  fp.dieH_um: 1113
  chip_area_um2: 1239000
  initial_utilization: 0.5021
  rows: 407
sta:
  fmax_mhz: 45.30
  rsz0062_at_grt: "no"
  setup_viol_count_final: 0
  hold_viol: 0
  skew_ps: 124.9
  whs_ps: 1006
  max_slew_margin: 0.001036
  slew_violations: 0
  period_used_share: 0.3204
  fin_crit_ps: 22080
  setup-tns-final_ps: 0
  worstMarginPinSlew_ps: 1482
grt:
  grt.total_usage: 0.3251
  grt_pass1_vias: 324891
  use_met2: 0.4393
  met3_usage: 0.2984
  antenna_found_initial: 115
  busiest_layer: "met2"
  use_met1: 0.3698
  grt_pass1_wl_um: 2448000
  grt_overflow: 0
  grt_max_degree: 114
run_status:
  status: "complete, but fails checks"
  violations: "max-capacitance violations"
yosys:
  syn_area_um2: 617200
  ys_types: 22
  ys_warn_count: 1
  synth-seq-cells: 16448
  ys_area_um2: 617200
  ys_cells: 25809
  syn_inst: 25809
  syn_avg_cell_area_um2: 23.91
  postSynthSeqShare: 0.8003
hold_path:
  hp-class: "flip-flop to flip-flop"
flow_run:
  cap_violations: 1
  log.warning_count: 95
power_and_ir_drop:
  leakage_nw: 216.3
  power_density_nw_per_um2: 29.50
  ir_drop_mv: 0.02456
placed_design:
  gp_congestion: 0.9053
  port_buffers: 138
  dp.cells: 42476
  dp_hpwl_um: 1043000
==> cell type report <==
cell class	count	area, um^2
Antenna cell	231	578.1
Clock buffer	2070	44590
Clock inverter	933	7884
Fill cell	86216	525700
Inverter	1	3.754
Multi-Input combinational cell	7810	120800
Sequential cell	16448	493900
Tap cell	16360	20470
Timing Repair Buffer	1857	15460
==> where the power goes <==
part / switching (mW) / internal (mW)
Sequential: 0.0195 / 11.0
Combinational: 0.633 / 0.318
Clock: 3.70 / 5.05
Total: 4.36 / 16.4
==> routing by layer <==
layer,wire [um],up-vias
met4,90350,102
met5,6505,-
li1,-,117242
met1,473200,148392
met3,379300,3158
met2,803700,22287
==> Yosys cell counts <==
| cell type | instances | share of area |
|---|---|---|
| buf_2 | 388 | 0.0031 |
| a21oi_1 | 1024 | 0.0083 |
| nand2b_1 | 6 | 0.000061 |
| nand3_1 | 13 | 0.00011 |
| or3_1 | 1 | 0.000010 |
| buf_4 | 55 | 0.00067 |
| and2_1 | 2 | 0.000020 |
| nand4_1 | 64 | 0.00065 |
| buf_6 | 9 | 0.00016 |
| nor3_1 | 30 | 0.00024 |
| nor2b_1 | 7 | 0.000071 |
| mux4_2 | 4096 | 0.15 |
| clkbuf_1 | 957 | 0.0058 |
| buf_1 | 141 | 0.00086 |
| nand2_1 | 28 | 0.00017 |
| nor2_1 | 232 | 0.0014 |
| and2_0 | 1 | 0.000010 |
| inv_1 | 1 | 0.0000061 |
| edfxtp_1 | 16448 | 0.80 |
| o41ai_1 | 256 | 0.0036 |
| a22oi_1 | 2048 | 0.025 |
| or2_2 | 2 | 0.000020 |
==> tightest hold or removal path: stages (launching register included) <==
cell and delay (ps):
edfxtp_1 310, mux4_2 220, a22oi_1 60, a21oi_1 120
o41ai_1 80, nand4_1 110
==> flip-flops by register name, summed over array words and instances, names as in the netlist <==
signal / count
read_data: 64
memory: 16384
==> cell families after synthesis <==
kind of cell | count (synthesis) | synth area share
multiplexers | 4096 | 0.1495
flip-flops | 16448 | 0.8003
AND-OR/OR-AND | 3328 | 0.03685
buffers and inverters | 1551 | 0.01066
AND/OR/NAND/NOR | 386 | 0.002771
==> path summary, 6_finish.rpt <==
kind / start / endpoint / slack [ps] / cells after the start
hold / removal: memory[0][34]$_DFFE_PP_ / read_data[34]$_DFFE_PP_ / 1010 / 5
setup / recovery: address[4] / read_data[54]$_DFFE_PP_ / 46820 / 18
setup reg to reg: memory[250][0]$_DFFE_PP_ / read_data[0]$_DFFE_PP_ / 65230 / 6
hold reg to reg: memory[0][34]$_DFFE_PP_ / read_data[34]$_DFFE_PP_ / 1010 / 5
==> metrics by stage <==
| step | power [mW] | cell area, um^2 | worst slack [ps] |
|---|---|---|---|
| 4_1_cts | 20.88 | 703100 | 46950 |
| 3_5_place_dp | 12.22 | 650600 | 45520 |
| 2_1_floorplan | 11.71 | 617200 | 48910 |
| 6_report | 20.76 | 703600 | 46820 |
| 5_1_grt | 21.31 | 703600 | 46480 |
| 3_3_place_gp | 12.20 | 650500 | 45520 |
Power is estimated from default activity; no workload was simulated.
